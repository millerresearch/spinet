===== design.v =====
module spinet6 (
	input clk,
	input rst,
	input [37:0] io_in,
	output [37:0] io_out
	);
	spinet #(.N(6)) SPINET (
		.clk(clk),
		.rst(rst),
		.MOSI   ({io_in[0],io_in[ 8],io_in[14],io_in[20],io_in[26],io_in[32]}),
		.SCLK   ({io_in[1],io_in[ 9],io_in[15],io_in[21],io_in[27],io_in[33]}),
		.SS     ({io_in[2],io_in[10],io_in[16],io_in[22],io_in[28],io_in[34]}),
		.MISO   ({io_out[3],io_out[11],io_out[17],io_out[23],io_out[29],io_out[35]}),
		.txready({io_out[4],io_out[12],io_out[18],io_out[24],io_out[30],io_out[36]}),
		.rxready({io_out[7],io_out[13],io_out[19],io_out[25],io_out[31],io_out[37]}) 
	);
endmodule
module spinet5 (
	input clk,
	input rst,
	input [37:0] io_in,
	output [37:0] io_out
	);
	spinet #(.N(5)) SPINET (
		.clk(clk),
		.rst(rst),
		.MOSI   ({io_in[ 8],io_in[14],io_in[20],io_in[26],io_in[32]}),
		.SCLK   ({io_in[ 9],io_in[15],io_in[21],io_in[27],io_in[33]}),
		.SS     ({io_in[10],io_in[16],io_in[22],io_in[28],io_in[34]}),
		.MISO   ({io_out[11],io_out[17],io_out[23],io_out[29],io_out[35]}),
		.txready({io_out[12],io_out[18],io_out[24],io_out[30],io_out[36]}),
		.rxready({io_out[13],io_out[19],io_out[25],io_out[31],io_out[37]}) 
	);
endmodule
module spinet #(parameter N=8, WIDTH=16, ABITS=3) (
	input clk,
	input rst,
	output [N-1:0] txready,
	output [N-1:0] rxready,
	input [N-1:0] MOSI, SCLK, SS,
	output [N-1:0] MISO
	);
	wire [WIDTH-1:0] r[N-1:0];
	genvar i;
	generate for (i = 0; i < N; i = i+1) begin
		spinode #(.WIDTH(WIDTH), .ABITS(ABITS), .ADDRESS(i)) NODE (
			.clk(clk),
			.rst(rst),
			.fromring(r[(i+N-1)%N]),
			.toring(r[i]),
			.txready(txready[i]),
			.rxready(rxready[i]),
			.MOSI(MOSI[i]),
			.SCLK(SCLK[i]),
			.SS(SS[i]),
			.MISO(MISO[i])
		);
	end endgenerate
endmodule
module spinode #(parameter WIDTH=16, ABITS=3, ADDRESS=0) (
	input clk,
	input rst,
	input [WIDTH-1:0] fromring,
	output [WIDTH-1:0] toring,
	output txready, rxready,
	input SCLK, SS, MOSI,
	output MISO
);
	wire [WIDTH-1:0] txdata, rxdata;
	wire mosivalid, mosiack, misovalid, misoack;
		ringnode #(.WIDTH(WIDTH), .ABITS(ABITS), .ADDRESS(ADDRESS)) NODE (
			.clk(clk),
			.rst(rst),
			.fromring(fromring),
			.toring(toring),
			.fromclient(rxdata),
			.toclient(txdata),
			.txready(txready),
			.rxready(rxready),
			.misovalid(misovalid),
			.misoack(misoack),
			.mosivalid(mosivalid),
			.mosiack(mosiack)
		);
		ringspi #(.WIDTH(WIDTH)) SPI (
			.rst(rst),
			.txdata(txdata),
			.rxdata(rxdata),
			.misovalid(misovalid),
			.misoack(misoack),
			.mosivalid(mosivalid),
			.mosiack(mosiack),
			.MOSI(MOSI),
			.SCLK(SCLK),
			.SS(SS),
			.MISO(MISO)
		);
endmodule
module ringnode #(parameter WIDTH=16, ABITS=3, ADDRESS=0) (
	input clk,
	input rst,
	input [WIDTH-1:0] fromring,
	output [WIDTH-1:0] toring,
	input [WIDTH-1:0] fromclient,
	output [WIDTH-1:0] toclient,
	output txready, rxready,
	input mosivalid, misoack,
	output reg mosiack, misovalid
	);
	wire [ABITS-1:0] address = ADDRESS;
	reg [1:0] mosivalid_sync, misoack_sync;
	always @(posedge clk or posedge rst)
	if (rst) begin
		mosivalid_sync <= 0;
		misoack_sync <= 0;
	end else begin
		mosivalid_sync <= {mosivalid_sync[0],mosivalid};
		misoack_sync <= {misoack_sync[0],misoack};
	end
	localparam
		FULL = WIDTH-1, ACK = WIDTH-2,
		DST = (WIDTH-2) - ABITS, SRC = (WIDTH-2) - 2*ABITS;
	reg [WIDTH-1:0] rxbuf, txbuf, ringbuf;
	reg busy;
	assign toring = ringbuf;
	assign toclient = rxbuf;
	assign rxready = rxbuf[FULL];
	assign txready = ~txbuf[FULL];
	reg xmit, recv, seize;
	reg [WIDTH-1:0] outpkt;
	always @(*) begin
		outpkt = fromring;
		xmit = 0;
		recv = 0;
		seize = 0;
		case (fromring[FULL:ACK])
		2'b00:	        
			if (txbuf[FULL] & ~busy) begin
				outpkt = txbuf;
				outpkt[SRC +: ABITS] = address;
				outpkt[FULL] = 1;
				seize = 1;
			end
		2'b10, 2'b11:   
			if (fromring[DST +: ABITS] == address && !rxbuf[FULL]) begin
				outpkt[FULL:ACK] = 2'b01;
				recv = 1;
			end
		2'b01:         
			if (fromring[SRC +: ABITS] == address) begin
				outpkt[ACK] = 0;
				xmit = 1;
			end
		endcase
	end
	always @(posedge clk or posedge rst)
	if (rst) begin
		ringbuf <= 0;
		rxbuf <= 0;
		txbuf <= 0;
		busy <= 0;
		mosiack <= 0;
		misovalid <= 0;
	end else begin
		ringbuf <= outpkt;
		if (recv) begin
			rxbuf <= fromring;
			misovalid <= ~misovalid;
		end else if (misoack_sync[1] == misovalid)
			rxbuf[FULL] <= 0;
		if (mosivalid_sync[1] != mosiack) begin
			txbuf <= fromclient;
			mosiack <= ~mosiack;
		end else if (xmit)
			txbuf[FULL] <= 0;
		if (seize)
			busy <= 1;
		else if (xmit)
			busy <= 0;
	end
endmodule
module ringspi #(parameter WIDTH=16) (
	input rst,
	input SCLK, SS, MOSI,
	output MISO,
	input misovalid,
	output reg misoack,
	output reg mosivalid,
	input mosiack,
	output [WIDTH-1:0] rxdata,
	input [WIDTH-1:0] txdata
);
	localparam LOGWIDTH = $clog2(WIDTH);
	reg [WIDTH:0] shiftreg;
	assign MISO = shiftreg[WIDTH];
	reg [LOGWIDTH-1:0] bitcount;
	reg [WIDTH-1:0] inbuf;
	assign rxdata = inbuf;
	always @(negedge SCLK or posedge SS)
		if (SS) begin
			bitcount <= 0;
			shiftreg[0] <= 0;
		end else begin
			if (bitcount != WIDTH-1) begin
				bitcount <= bitcount + 1;
				shiftreg[0] <= MOSI;
			end else begin
				bitcount <= 0;
				if (mosiack == mosivalid) begin
					inbuf <= {shiftreg[WIDTH-1:1],MOSI};
				end
			end
		end
	always @(posedge SCLK or posedge SS)
		if (SS) begin
			shiftreg[WIDTH:1] <= 0;
		end else begin
			if (bitcount == 0) begin
				if (misovalid != misoack) begin
					shiftreg[WIDTH:1] <= txdata;
				end else
					shiftreg[WIDTH:1] <= 0;
			end else
				shiftreg[WIDTH:1] <= shiftreg[WIDTH-1:0];
		end
	always @(negedge SCLK or posedge rst)
		if (rst) begin
			mosivalid <= 0;
		end else begin
			if (bitcount == WIDTH-1 && mosiack == mosivalid)
				mosivalid <= ~mosivalid;
		end
	always @(posedge SCLK or posedge rst)
		if (rst) begin
			misoack <= 0;
		end else begin
			if (bitcount == 0 && misovalid != misoack)
				misoack <= ~misoack;
		end
endmodule

===== config.mk =====
export PLATFORM = sky130hd
export DESIGN_NAME = spinet5
export DESIGN_NICKNAME = spinet5
export VERILOG_FILES = /design/flow/design.v
export SDC_FILE = /design/flow/constraint.sdc
export NUM_CORES = 4
export LEC_CHECK = 1
export CORE_UTILIZATION = 50

===== constraint.sdc =====
current_design spinet5

set clk_period 5.3
set clk_io_pct 0.2

create_clock -name clk0 -period $clk_period [get_ports {clk}]
create_clock -name clk1 -period $clk_period [get_ports {io_in}]

set non_clock_inputs [all_inputs -no_clocks]
set_input_delay [expr $clk_period * $clk_io_pct] -clock clk0 $non_clock_inputs
set_output_delay [expr $clk_period * $clk_io_pct] -clock clk0 [all_outputs]

===== run.sh =====
#!/bin/bash
# OpenROAD 26Q1-2900-gdf79404cd8, Yosys 0.63+post, stock flow scripts
make -C /OpenROAD-flow-scripts/flow DESIGN_CONFIG=/design/flow/config.mk WORK_HOME=/design/flow/orfs finish

==> flow_summary.yaml <==
# synthesis and place-and-route metrics
run_status:
  status: "complete, but fails checks"
  violations: "negative hold slack"
final_timing:
  setup_violations: 0
  hold_violations: 25
  slew_headroom: 0.407
  holdWs_ns: -0.261
  rsz0062_at_grt: "no"
  worst_pin_slew_ns: 0.889
  finalClockSkew_ns: 0.0829
  drv_slew: 0
setup_path:
  reg2reg_depth: 5
  rr_startpoint: "SPINET.genblk1[0].NODE.SPI.bitcount[0]$_DFF_NP0_"
  startpoint_type: "flop"
  crit_arrival_ns: 5.06
  timing.rr.end: "SPINET.genblk1[0].NODE.SPI.shiftreg[16]$_DFF_PP0_"
  worstPathMaxFanout: 18
  ff2ff_setup_slack_ns: 0.43
  cp-end-kind: "flop"
  cp.required_ns: 5.49
  critical_path_class: "reg -> reg"
grt:
  grt_overflow: 0
  antenna_found_initial: 0
  grt.met2_usage: 0.283
  grt_max_degree: 103
  grt_pass1_vias: 11100
  met3_usage: 0.150
  met1_usage: 0.353
  track_usage: 0.238
  busiest_layer: "met1"
  grt_pass1_wl_microns: 54600
yosys:
  yosys_warnings: 30
  syn_inst: 1006
  synth-edff-count: 65
  synth_area_per_cell_sq_um: 16.0
  synth.area.top_cells: "dfrtp_1 (54%), mux2_2 (13%), edfxtp_1 (12%)"
  synthDistinctLibCells: 45
  syn_area_sq_mm: 0.0161
  ys_cells: 1006
  async_reset_ff_frac: 0.852
  yosys.stat.seqShare: 0.706
  yosys_area_sq_mm: 0.0161
  yosysMostFrequentCell: "dfrtp_1"
  synth_flops: 440
  yosys-top-cells-count: "dfrtp_1 (345), mux2_2 (181), a22o_1 (83)"
  largest_area_cell: "dfrtp_1"
  yosysTopAreaCellShare: 0.538
  ff_type: "dfrtp_1"
routing:
  drt-initial-drc-count: 602
  routed_wl_microns: 33500
  insertedDiodeCount: 0
  ant_nets: 0
  viasPerCell: 5.22
  vias: 9006
  firstDrtPassIters: 4
  drc_errors: 0
  wl_per_cell_microns: 19.4
run:
  max-cap-violations: 0
  warning_count: 601
floorplanning:
  core_region_area_sq_mm: 0.0316
  ios: 78
  die_h_microns: 181
  core_util_floorplan: 0.509
  die_w_microns: 181
  placementRows: 65
  die_area_sq_mm: 0.0328
clock_network:
  cts_resized: 0
  holdBufCountCts: 0
  post-cts-setup-buffers: 0
  cts_tree: "built"
  clkTransAtPathRegs_ns: 0.05
pwr:
  p_sw_w: 0.00234
  clock_power_share: 0.655
  power_frac_seq: 0.341
  p_per_area_mw_per_mm2: 508
  switching_share: 0.224
  p_comb_frac: 0.005
  p_int_w: 0.00812
  leakagePower_nw: 9.87
  peakVddDrop_v: 0.000367
placement:
  io_buffer_count: 16
  hpwl_microns: 19600
  place_area_sq_mm: 0.0165
  place_congestion: 0.822
finish:
  final_area_sq_mm: 0.0206
  mi_logic_area_sq_mm: 0.00421
  drive_gt1_frac: 0.291
  regArea_sq_mm: 0.0113
  syn_to_final_growth_pct: 28.2
  fillers: 2114
worst_hold_path:
  hold_class: "clk -> async"
state kept, by name (all words and copies together) (netlist names), 10 cells and up:
name / count
SPINET.genblk1.NODE.SPI.inbuf: 65
SPINET.genblk1.NODE.NODE.txbuf: 65
SPINET.genblk1.NODE.SPI.shiftreg: 85
SPINET.genblk1.NODE.NODE.mosivalid_sync: 10
SPINET.genblk1.NODE.NODE.ringbuf: 80
SPINET.genblk1.NODE.NODE.rxbuf: 80
SPINET.genblk1.NODE.SPI.bitcount: 20
SPINET.genblk1.NODE.NODE.misoack_sync: 10
stage by stage:
step	worst slack, ns	TNS, ns	utilization	cells	power [W]
2_1_floorplan	-1.83	-9.15	-	1028	0.00416
3_3_place_gp	0.627	0	0.524	1396	0.00417
3_5_place_dp	0.530	0	0.524	1396	0.00417
4_1_cts	0.445	0	0.653	1726	0.0110
5_1_grt	0.334	0	0.653	1726	0.0114
6_report	0.428	0	0.653	1726	0.0105
cells in the final DEF, fill, tap and decap left out, drive strengths merged, types with 8 or more instances in the layout:
cell / n
dfrtp: 345
nand3: 10
mux2: 185
ha: 10
xnor2: 12
a22o: 83
nor2b: 12
o21ai: 10
and2: 10
edfxtp: 65
inv: 200
nand2: 28
xor2: 18
nor2: 9
nor4b: 10
conb: 23
clkbuf: 131
nand2b: 8
clkinv: 25
clkdlybuf4s50: 16
dfrtn: 30
buf: 24
power groups by stage:
stage	registers, W	clock network, W	logic [W]
4_1_cts	0.00356	0.00741	0.0000520
5_1_grt	0.00356	0.00777	0.0000583
6_report	0.00356	0.00684	0.0000479
critical path, stage by stage (launching register included):
cell and delay [ns]:
dfrtn_1 0.36, inv_1 0.09, ha_1 0.14, or3b_2 0.66
nor2_2 0.63, a22o_1 0.24
cell families (layout without fill, tap and decap cells):
| group | after synthesis | in the layout | synth area share |
|---|---|---|---|
| compound gates | 121 | 121 | 0.0609 |
| flops | 440 | 440 | 0.706 |
| mux | 185 | 185 | 0.131 |
| buf+inv | 110 | 406 | 0.0370 |
| other cells | 1 | 23 | 0.000233 |
| fa+ha+maj | 10 | 10 | 0.00779 |
| simple gates | 109 | 109 | 0.0413 |
| xor+xnor | 30 | 30 | 0.0164 |
final cells by class:
class,instances,share of cell area
clock buffers,131,0.148
multi-input cells,478,0.205
repair buffers,40,0.0171
clock inverters,209,0.0506
well taps,402,0.0244
inverters,26,0.00492
flip-flops and latches,440,0.551
routing by layer:
layer	wire length [microns]	part of all wire
met1	14700	0.44
met2	14600	0.44
met5	0	0
met4	1070	0.032
met3	3090	0.092
how the worst max path moves through the flow:
stage / startpoint / end / slack (ns) / cells after the start
4_1_cts: SPINET.genblk1[0].NODE.SPI.bitcount[0]$_DFF_NP0_ / SPINET.genblk1[0].NODE.SPI.shiftreg[1]$_DFF_PP0_ / 0.45 / 5
5_1_grt: SPINET.genblk1[0].NODE.SPI.bitcount[0]$_DFF_NP0_ / SPINET.genblk1[0].NODE.SPI.shiftreg[1]$_DFF_PP0_ / 0.33 / 5
6_report: SPINET.genblk1[0].NODE.SPI.bitcount[0]$_DFF_NP0_ / SPINET.genblk1[0].NODE.SPI.shiftreg[16]$_DFF_PP0_ / 0.43 / 5
No activity file was given, so power comes from the tool's default toggle rates.
